### flow/design.v
`default_nettype none
module Clk(
	input wire in,			 
	output reg out = 1'b0			 
);
parameter NUM_DIV = 5;
reg [15:0] cnt = 16'd0;
always @(posedge in)
   if(cnt < NUM_DIV) begin
        cnt     <= cnt + 1'b1;
        out    <= out;
    end
    else begin
        cnt     <= 16'd0;
        out    <= ~out;
    end
endmodule
### flow/run.sh
#!/bin/bash
# OpenROAD 26Q1-2900-gdf79404cd8, Yosys 0.63+post, stock flow scripts
make -C /OpenROAD-flow-scripts/flow DESIGN_CONFIG=/design/flow/config.mk WORK_HOME=/design/flow/orfs finish
### flow/config.mk
export PLATFORM = sky130hd
export DESIGN_NAME = Clk
export DESIGN_NICKNAME = Clk
export VERILOG_FILES = /design/flow/design.v
export SDC_FILE = /design/flow/constraint.sdc
export NUM_CORES = 4
export LEC_CHECK = 1
export CORE_AREA = 10 10 70 70
export DIE_AREA = 0 0 80 80
### flow/constraint.sdc
current_design Clk

set clk_period 1.4
set clk_io_pct 0.2

create_clock -name clk0 -period $clk_period [get_ports {in}]

set non_clock_inputs [all_inputs -no_clocks]
set_input_delay [expr $clk_period * $clk_io_pct] -clock clk0 $non_clock_inputs
set_output_delay [expr $clk_period * $clk_io_pct] -clock clk0 [all_outputs]
==> results_slide.txt <==
Synthesis and Place & Route Summary

Outcome
  – Run status: complete, no violations

Yosys
  – # Cells Yosys: 38
  – Gate Count Post-Synth: 38
  – Synthesis warning total: 1
  – Synth flops: 17
  – Number of library cell types mapped by synthesis: 15
  – Seq share, synth: 68.6%
  – Yosys synthesis chip area: 510 um^2
  – Mapped cell area: 510 um^2
  – Average instance area after synthesis: 13.4 um^2

GRT
  – First-pass GRT wire length: 1.07 mm
  – Pin count of the biggest net entering global routing: 10
  – Number of antenna violations at the first check in global routing: 0
  – Overflow left after global routing: 0
  – Via count of the first global-routing pass: 297
  – Total global-route track usage: 2.04%

Routing
  – Number of DRC violations after detailed-routing iteration 0: 4
  – Mean routed wirelength per cell: 5.67 um
  – Antenna-violating nets left: 0
  – Via density per instance: 2.69
  – Number of DRC violations after detailed routing: 0
  – Total vias in the final route: 274
  – Length of the first detailed-routing pass in iterations: 2
  – Wire length reported by the detailed router: 578 um
  – Antenna diode instance count: 0

STA
  – Unrepaired setup endpoints after global routing: no
  – Pins over their slew limit: 0
  – Setup TNS Final: 0 ns
  – Final critical path time including I/O delays and setup: 1.25 ns
  – Final tally of setup violations: 0
  – Final cycle utilization of the critical path: 89.3%
  – Worst Clk Skew: 0.00220 ns
  – Achievable clock frequency: 0.800 GHz
  – Number of endpoints with negative hold slack in the final report: 0
  – Final critical-path setup slack: 0.149 ns

Clock network
  – Clock-pin transition on the worst setup and hold timing paths: 0.09 ns
  – Insertion Delay late pin: 0.27 ns
  – H-tree depth: 1
  – Maximum number of buffers from clock root to sink: 2
  – Library cell used as clock root buffer: sky130_fd_sc_hd__clkbuf_4
  – CTS Buf Count: 3
  – # clock sinks: 17
  – Clock tree from TritonCTS: done
  – Hold buffer count at CTS: 0

Power and ir drop
  – Peak ir drop on the vdd network: 333 uV
  – Total leakage power: 0.000247 uW
  – Total power divided by cell area: 1170 nW/um^2

Die
  – Effective utilization at floorplan: 14.9%
  – Die width: 80 um
  – Number of standard-cell rows in the floorplan: 21
  – Count of pins on the block boundary: 2
  – Vertical die dimension: 80 um
  – Full die area: 6400 um^2
  – CORE AREA: 3420 um^2

Worst setup path
  – Startpoint of the worst-slack reg-to-reg timing path: cnt[14]
  – Setup Crit Path Kind: flop to flop
  – Data required time of the worst path: 1.45 ns
  – Data arrival at the endpoint of the critical path: 1.30 ns
  – Worst setup EP type: flop
  – Source of the critical timing path: cnt[14]
  – CP max FO: 2
  – Startpoint type of the worst setup path: flop

Final layout
  – Synth-to-Final Area Change: 29.2%
  – Most frequently placed logic cells in the final layout: sky130_fd_sc_hd__dfxtp_1 (16), sky130_fd_sc_hd__conb_1 (12), sky130_fd_sc_hd__inv_1 (5)
  – Area occupied by registers: 350 um^2
  – Most used logic cell in the final layout: sky130_fd_sc_hd__dfxtp_1
  – Gate Area: 183 um^2
  – Share of layout cells above drive strength 1: 17.9%
  – Final-layout fill cell count: 379

Job
  – Maximum Capacitance Violations: 0
  – Count of tool warnings: 26

Placement
  – Port bufs: 1
  – Worst slack after detailed placement: 0.132 ns
  – Final weighted congestion in routability-driven placement: 0.759

Min path
  – Class of the tightest hold or removal check: flop to flop
  – Start point of the worst hold path: cnt[3]
[logic make-up (layout without fill, tap and decap cells)]
| group | after synthesis | after routing | synth area share, % |
|---|---|---|---|
| compound gates | 1 | 1 | 2.94 |
| fa+ha+maj | 2 | 2 | 4.90 |
| other cells | 1 | 12 | 0.735 |
| flops | 17 | 17 | 68.6 |
| simple gates | 11 | 11 | 17.4 |
| buf+inv | 5 | 12 | 3.68 |
| xor+xnor | 1 | 1 | 1.72 |
[flip-flops by register name (all words and copies together) (netlist names)]
signal and flops:
cnt 16, out 1
[cell type report]
cell class	instances	share of cell area, %
Inverter	5	2.85
Multi-Input combinational cell	27	27.7
Timing Repair Buffer	3	3.61
Tap cell	46	8.73
Sequential cell	17	53.1
Clock buffer	4	3.98
[through the flow]
| step | instance area, um^2 | utilization (%) | hold WS, ns | power [uW] | cells |
|---|---|---|---|---|---|
| after floorplan | 552 | - | 0.403 | 535 | 49 |
| after global placement | 627 | 18.4 | 0.412 | 537 | 97 |
| after detailed placement | 627 | 18.4 | 0.422 | 539 | 97 |
| after CTS | 659 | 19.3 | 0.434 | 780 | 102 |
| after global routing | 659 | 19.3 | 0.455 | 802 | 102 |
| final | 659 | 19.3 | 0.433 | 768 | 102 |
[path summary, 6_finish.rpt]
| kind | to | slack [ns] | cells after the start |
|---|---|---|---|
| max | out | 0.15 | 3 |
| max reg2reg | out | 0.15 | 3 |
| min reg2reg | cnt[3] | 0.43 | 1 |
| min | cnt[3] | 0.43 | 1 |
[synthesized netlist by cell type]
cell type | count | area, um^2
sky130_fd_sc_hd__nor4_4 | 1 | 21.3
sky130_fd_sc_hd__or2_2 | 1 | 6.26
sky130_fd_sc_hd__dfxtp_1 | 16 | 320
sky130_fd_sc_hd__or3_1 | 1 | 6.26
sky130_fd_sc_hd__inv_1 | 5 | 18.8
sky130_fd_sc_hd__nor4_2 | 2 | 25.0
sky130_fd_sc_hd__or2_1 | 1 | 6.26
sky130_fd_sc_hd__edfxtp_1 | 1 | 30.0
sky130_fd_sc_hd__nand3_1 | 1 | 5.00
sky130_fd_sc_hd__nor3_1 | 3 | 15.0
sky130_fd_sc_hd__o2111ai_2 | 1 | 15.0
sky130_fd_sc_hd__xnor2_1 | 1 | 8.76
sky130_fd_sc_hd__conb_1 | 1 | 3.75
sky130_fd_sc_hd__ha_1 | 2 | 25.0
sky130_fd_sc_hd__nor2_1 | 1 | 3.75
[timing repair]
item,4_1_cts,5_1_grt
resized,1,0
endpoints found under the setup margin,1,0
setup buffers,1,0
[routing by layer]
metal / track usage, % / wire (um) / vias to the layer above / part of all wire [%]
met3: 1.14 / 28 / 0 / 4.8
met4: 0.704 / 0 / 0 / 0
li1: - / - / 150 / -
met2: 3.77 / 281 / 2 / 49
met5: 0 / 0 / - / 0
met1: 1.79 / 268 / 122 / 46
[power by group]
group          switching, uW  internal [uW]
Combinational           6.74           4.82
Clock                    131            110
Sequential              8.81            506
[worst max-delay path, stage by stage (launching register included)]
cell and delay [ns]:
sky130_fd_sc_hd__dfxtp_1 0.32, sky130_fd_sc_hd__nor4_2 0.30, sky130_fd_sc_hd__o2111ai_2 0.17, sky130_fd_sc_hd__or2_1 0.24
Power and IR drop assume default switching activity.
